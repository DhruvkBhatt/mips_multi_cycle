==> ./design.v <==
`timescale 1ns / 1ps
module mux2to1_32bits(input [31:0] in0, input [31:0] in1, input select, output [31:0] muxOut);
      wire nselect;
		wire [31:0]muxt1;
		wire [31:0]muxt2;
		not n1(nselect,select);
		and b1(muxt1[0],nselect,in0[0]);
		and b2(muxt1[1],nselect,in0[1]);
		and b3(muxt1[2],nselect,in0[2]);
		and b4(muxt1[3],nselect,in0[3]);
		and b5(muxt1[4],nselect,in0[4]);
		and b6(muxt1[5],nselect,in0[5]);
		and b7(muxt1[6],nselect,in0[6]);
		and b8(muxt1[7],nselect,in0[7]);
		and b9(muxt1[8],nselect,in0[8]);
		and b10(muxt1[9],nselect,in0[9]);
		and b11(muxt1[10],nselect,in0[10]);
		and b12(muxt1[11],nselect,in0[11]);
		and b13(muxt1[12],nselect,in0[12]);
		and b14(muxt1[13],nselect,in0[13]);
		and b15(muxt1[14],nselect,in0[14]);
		and b16(muxt1[15],nselect,in0[15]);
		and b17(muxt1[16],nselect,in0[16]);
		and b18(muxt1[17],nselect,in0[17]);
		and b19(muxt1[18],nselect,in0[18]);
		and b20(muxt1[19],nselect,in0[19]);
		and b21(muxt1[20],nselect,in0[20]);
		and b22(muxt1[21],nselect,in0[21]);
		and b23(muxt1[22],nselect,in0[22]);
		and b24(muxt1[23],nselect,in0[23]);
		and b25(muxt1[24],nselect,in0[24]);
		and b26(muxt1[25],nselect,in0[25]);
		and b27(muxt1[26],nselect,in0[26]);
		and b28(muxt1[27],nselect,in0[27]);
		and b29(muxt1[28],nselect,in0[28]);
		and b30(muxt1[29],nselect,in0[29]);
		and b31(muxt1[30],nselect,in0[30]);
		and b32(muxt1[31],nselect,in0[31]);
		and a1(muxt2[0],select,in1[0]);
		and a2(muxt2[1],select,in1[1]);
		and a3(muxt2[2],select,in1[2]);
		and a4(muxt2[3],select,in1[3]);
		and a5(muxt2[4],select,in1[4]);
		and a6(muxt2[5],select,in1[5]);
		and a7(muxt2[6],select,in1[6]);
		and a8(muxt2[7],select,in1[7]);
		and a9(muxt2[8],select,in1[8]);
		and a10(muxt2[9],select,in1[9]);
		and a11(muxt2[10],select,in1[10]);
		and a12(muxt2[11],select,in1[11]);
		and a13(muxt2[12],select,in1[12]);
		and a14(muxt2[13],select,in1[13]);
		and a15(muxt2[14],select,in1[14]);
		and a16(muxt2[15],select,in1[15]);
		and a17(muxt2[16],select,in1[16]);
		and a18(muxt2[17],select,in1[17]);
		and a19(muxt2[18],select,in1[18]);
		and a20(muxt2[19],select,in1[19]);
		and a21(muxt2[20],select,in1[20]);
		and a22(muxt2[21],select,in1[21]);
		and a23(muxt2[22],select,in1[22]);
		and a24(muxt2[23],select,in1[23]);
		and a25(muxt2[24],select,in1[24]);
		and a26(muxt2[25],select,in1[25]);
		and a27(muxt2[26],select,in1[26]);
		and a28(muxt2[27],select,in1[27]);
		and a29(muxt2[28],select,in1[28]);
		and a30(muxt2[29],select,in1[29]);
		and a31(muxt2[30],select,in1[30]);
		and a32(muxt2[31],select,in1[31]);
		or o1(muxOut[0],muxt2[0],muxt1[0]);
		or o2(muxOut[1],muxt2[1],muxt1[1]);
		or o3(muxOut[2],muxt2[2],muxt1[2]);
		or o4(muxOut[3],muxt2[3],muxt1[3]);
		or o5(muxOut[4],muxt2[4],muxt1[4]);
		or o6(muxOut[5],muxt2[5],muxt1[5]);
		or o7(muxOut[6],muxt2[6],muxt1[6]);
		or o8(muxOut[7],muxt2[7],muxt1[7]);
		or o9(muxOut[8],muxt2[8],muxt1[8]);
		or o10(muxOut[9],muxt2[9],muxt1[9]);
		or o11(muxOut[10],muxt2[10],muxt1[10]);
		or o12(muxOut[11],muxt2[11],muxt1[11]);
		or o13(muxOut[12],muxt2[12],muxt1[12]);
		or o14(muxOut[13],muxt2[13],muxt1[13]);
		or o15(muxOut[14],muxt2[14],muxt1[14]);
		or o16(muxOut[15],muxt2[15],muxt1[15]);
		or o17(muxOut[16],muxt2[16],muxt1[16]);
		or o18(muxOut[17],muxt2[17],muxt1[17]);
		or o19(muxOut[18],muxt2[18],muxt1[18]);
		or o20(muxOut[19],muxt2[19],muxt1[19]);
		or o21(muxOut[20],muxt2[20],muxt1[20]);
		or o22(muxOut[21],muxt2[21],muxt1[21]);
		or o23(muxOut[22],muxt2[22],muxt1[22]);
		or o24(muxOut[23],muxt2[23],muxt1[23]);
		or o25(muxOut[24],muxt2[24],muxt1[24]);
		or o26(muxOut[25],muxt2[25],muxt1[25]);
		or o27(muxOut[26],muxt2[26],muxt1[26]);
		or o28(muxOut[27],muxt2[27],muxt1[27]);
		or o29(muxOut[28],muxt2[28],muxt1[28]);
		or o30(muxOut[29],muxt2[29],muxt1[29]);
		or o31(muxOut[30],muxt2[30],muxt1[30]);
		or o32(muxOut[31],muxt2[31],muxt1[31]);
endmodule
module mux2to1_5bits(input [4:0] in0, input [4:0] in1, input select, output reg [4:0] muxOut);
    always @ (in0 or in1 or select)
		begin	
			case(select)
			2'd0:muxOut = in0;
			2'd1:muxOut = in1;
			endcase
		end	
endmodule
module mux4to1_5bits(input [4:0] in0, input [4:0] in1, input [4:0] in2, input [4:0] in3, input [1:0] select, output reg [4:0] muxOut);
    always @ (in0 or in1 or select)
		begin	
			case(select)
			2'd0:muxOut = in0;
			2'd1:muxOut = in1;
			2'd2:muxOut = in2;
			2'd3:muxOut = in3;
			endcase
		end	
endmodule
module mux4to1_32bits(input [31:0] in0, input [31:0] in1, input [31:0] in2, input [31:0] in3, 
                      input [1:0] select, output [31:0] muxOut);
	wire [31:0] t1;
	wire [31:0] t2;
	mux2to1_32bits m1(in0,in1,select[0],t1);
	mux2to1_32bits m2(in2,in3,select[0],t2);
	mux2to1_32bits mf(t1,t2,select[1],muxOut);
endmodule
module mux32to1_32bits(input [31:0] in0,  input [31:0] in1,  input [31:0] in2,  input [31:0] in3,
                       input [31:0] in4,  input [31:0] in5,  input [31:0] in6,  input [31:0] in7,
                       input [31:0] in8,  input [31:0] in9,  input [31:0] in10, input [31:0] in11,
                       input [31:0] in12, input [31:0] in13, input [31:0] in14, input [31:0] in15,
                       input [31:0] in16, input [31:0] in17, input [31:0] in18, input [31:0] in19,
                       input [31:0] in20, input [31:0] in21, input [31:0] in22, input [31:0] in23,
                       input [31:0] in24, input [31:0] in25, input [31:0] in26, input [31:0] in27,
                       input [31:0] in28, input [31:0] in29, input [31:0] in30, input [31:0] in31,
                       input [4:0] select, output reg [31:0] muxOut);
    always@(in0,  in1,  in2,  in3,  in4,  in5,  in6,  in7,
            in8,  in9,  in10, in11, in12, in13, in14, in15,
            in16, in17, in18, in19, in20, in21, in22, in23,
            in24, in25, in26, in27, in28, in29, in30, in31, select)
    begin
        case(select)
            5'd0:  muxOut = in0;
            5'd1:  muxOut = in1;
            5'd2:  muxOut = in2;
            5'd3:  muxOut = in3;
            5'd4:  muxOut = in4;
            5'd5:  muxOut = in5;
            5'd6:  muxOut = in6;
            5'd7:  muxOut = in7;
            5'd8:  muxOut = in8;
            5'd9:  muxOut = in9;
            5'd10: muxOut = in10;
            5'd11: muxOut = in11;
            5'd12: muxOut = in12;
            5'd13: muxOut = in13;
            5'd14: muxOut = in14;
            5'd15: muxOut = in15;
            5'd16: muxOut = in16;
            5'd17: muxOut = in17;
            5'd18: muxOut = in18;
            5'd19: muxOut = in19;
            5'd20: muxOut = in20;
            5'd21: muxOut = in21;
            5'd22: muxOut = in22;
            5'd23: muxOut = in23;
            5'd24: muxOut = in24;
            5'd25: muxOut = in25;
            5'd26: muxOut = in26;
            5'd27: muxOut = in27;
            5'd28: muxOut = in28;
            5'd29: muxOut = in29;
            5'd30: muxOut = in30;
            5'd31: muxOut = in31;
        endcase
    end
endmodule
==> ./run.sh <==
#!/bin/bash
# OpenROAD 26Q1-2900-gdf79404cd8, Yosys 0.63+post, stock flow scripts
make -C /OpenROAD-flow-scripts/flow DESIGN_CONFIG=/design/flow/config.mk WORK_HOME=/design/flow/orfs finish
==> ./config.mk <==
export PLATFORM = sky130hd
export DESIGN_NAME = mux32to1_32bits
export DESIGN_NICKNAME = mux32to1_32bits
export VERILOG_FILES = /design/flow/design.v
export SDC_FILE = /design/flow/constraint.sdc
export NUM_CORES = 4
export LEC_CHECK = 1
export CORE_AREA = 10 10 408 408
export DIE_AREA = 0 0 418 418
==> ./constraint.sdc <==
current_design mux32to1_32bits

set clk_period 14.5
set clk_io_pct 0.2

create_clock -name clk0 -period $clk_period

set non_clock_inputs [all_inputs -no_clocks]
set_input_delay [expr $clk_period * $clk_io_pct] -clock clk0 $non_clock_inputs
set_output_delay [expr $clk_period * $clk_io_pct] -clock clk0 [all_outputs]
==> qor.csv <==
metric,value,unit
rsz0062_at_grt,false,
synthCells,1354,
setup_violations,0,
clkbuf_count,0,
grt_max_degree,101,
final_cell_count_no_fill,4430,
drv_slew,0,
tns,0,ps
cap_violations,0,
yosysWarnings,1,
crit_arrival,7810,ps
top_area_share,33.6,%
place_ws,3810,ps
cts_setup_buffers,0,
die_height,418,um
cp.required,11600,ps
finalHoldViolCount,0,
setup_ws,3790,ps
fmax,93.4,MHz
grt_pass1_vias,18300,
die_w,418,um
vdd_drop_max,0.00930,mV
worstSetupPathType,in2out,
track_usage,21.9,%
max_slew.worst_pin.slew,1270,ps
placement.io_buffers,1061,
final_antenna_net_count,0,
chip_area,175000,um2
pin_count,1061,
status,completed,
min_period,10710,ps
end_kind,output port,
fillers,18200,
total_power,625,uW
power.leakage,0.00707,uW
drc,0,
powerDensity,29.5,nW/um2
synthDistinctLibCells,36,
slew_headroom,15.4,%
cts_repair_resize_count,0,
gp_congestion,0.968,
drt_iter0_drc,1907,
area.growth.synth_to_final,166,%
routed-via-count,18300,
firstDrtPassIters,6,
via_per_inst,4.14,
cp_max_fo,52,
largest_area_cell,nand3_1,
fp_util,5.04,%
tool_warnings,36,
ys_cells,1354,
yosys_area,7960,um2
ctsHoldBuffers,0,
gr-total-overflow,0,
num_rows,146,
dp_cells,4361,
cp-startpoint,select[3],
hold_class,in2out,
topCellsByArea,"nand3_1 (34%), nand4_1 (12%), and3_1 (9.6%)",
numSequentialCells,0,
synth.avg_cell_area,5.88,um2
antenna_found_initial,201,
common_cells,"nand3_1 (535), nand4_1 (153), clkbuf_1 (125)",
wirelength,199000,um
dp_hpwl,176000,um
netlist_area,7960,um2
route.detailed.wl_per_inst,44.9,um
flop_area,0,um2
post-synth-top-count-cell,nand3_1,
grt_pass1_wl,240000,um
drive_gt1_share,4.98,%
startpoint_type,input port,
finalClockPeriodUsage,73.8,%
ys_seq_share,0,%
whs,6780,ps
core_area,158000,um2
crit_end,muxOut[27],
==> worst min-delay path by stage <==
| stage | to | slack [ps] | cells after the start | from |
|---|---|---|---|---|
| finish | muxOut[8] | 6780 | 3 | in0[8] |
| global route | muxOut[8] | 6820 | 3 | in0[8] |
| CTS | muxOut[8] | 6800 | 3 | in0[8] |
==> through the flow <==
| step | util (%) | instance area [um2] |
|---|---|---|
| final | 13.4 | 21100 |
| after global routing | 13.3 | 21100 |
| after CTS | 13.3 | 21000 |
| after detailed placement | 13.3 | 21000 |
| after global placement | 13.3 | 21000 |
| after floorplan | - | 7960 |
==> area by class of cell <==
| type | instances | area [um2] | share of cell area [%] |
|---|---|---|---|
| diodes | 69 | 173 | 0.816 |
| inverters | 1 | 3.75 | 0.0177 |
| repair buffers | 1136 | 11200 | 52.9 |
| well taps | 2072 | 2590 | 12.3 |
| multi-input cells | 1152 | 7180 | 34.0 |
==> layout by cell type (no fill, tap or decap), drive strengths merged <==
cell           count
a2111oi           32
a21oi              5
a22o               1
a22oi             83
a31oi              2
a32o               4
a32oi             70
and2              12
and3             122
and3b              3
and4b              1
buf               77
clkdlybuf4s50   1059
diode             69
inv                1
mux2              12
nand2              3
nand2b             1
nand3            535
nand4            153
nand4b             1
nor2               6
nor2b              2
nor3               3
nor3b              3
nor4               2
nor4b              1
o211ai             4
o21ai             27
o31ai              1
o32a              31
or4               32
==> worst max-delay path, cell delays in order <==
cell and delay (ps):
clkdlybuf4s50_1 800, nor2_4 830, buf_4 670, buf_4 710
nand3_1 220, nand4_1 190, or4_1 320, o32a_1 430
clkdlybuf4s50_1 560
==> cells by family after synthesis <==
family / Yosys count / synth area share [%]
AND-OR/OR-AND: 260 / 26.2
buffers and inverters: 202 / 10.9
multiplexers: 12 / 1.70
AND/OR/NAND/NOR: 880 / 61.2
==> where the power goes <==
part / leakage [uW] / switching (uW) / total, uW / internal [uW]
clock network: 0.000000422 / 0 / 0.000572 / 0.000571
logic: 0.00707 / 297 / 625 / 327
registers: 0 / 0 / 0 / 0
total: 0.00707 / 297 / 625 / 327
==> routing by layer <==
metal	vias up	global-route usage, %	part of all wire, %
met3	372	7.25	8.9
met5	-	0	0.36
li1	7514	-	-
met2	1298	37.9	50
met4	108	7.78	4.4
met1	9047	24.9	37
No activity file was given, so power comes from the tool's default toggle rates.
